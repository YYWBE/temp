**flow/config.mk**
```make
export PLATFORM = sky130hd
export DESIGN_NAME = dmem
export DESIGN_NICKNAME = dmem
export VERILOG_FILES = /design/flow/design.v
export SDC_FILE = /design/flow/constraint.sdc
export NUM_CORES = 4
export LEC_CHECK = 1
export CORE_UTILIZATION = 40
```
**flow/constraint.sdc**
```tcl
current_design dmem

set clk_period 33.2
set clk_io_pct 0.2

create_clock -name clk0 -period $clk_period [get_ports {clk}]

set non_clock_inputs [all_inputs -no_clocks]
set_input_delay [expr $clk_period * $clk_io_pct] -clock clk0 $non_clock_inputs
set_output_delay [expr $clk_period * $clk_io_pct] -clock clk0 [all_outputs]
```
**flow/design.v**
```verilog
module dmem(
    input clk,
    input [31:0] daddr, 
    input [31:0] dwdata,
    input [3:0] we,
    output [31:0] drdata
);
    reg [7:0] m[0:127];
	 wire [31:0] add0,add1,add2,add3;
	 initial begin
        integer i;
        for (i = 0; i < 128; i = i + 1) begin
            m[i] = 8'h00;   
        end
	end
	 assign add0 = (daddr & 32'hfffffffc)+ 32'h00000000;
	 assign add1 = (daddr & 32'hfffffffc)+ 32'h00000001;
	 assign add2 = (daddr & 32'hfffffffc)+ 32'h00000002;
	 assign add3 = (daddr & 32'hfffffffc)+ 32'h00000003;
	 assign drdata = {m[add3], m[add2], m[add1], m[add0]};
	 always@( posedge clk)
	 begin
		if(we[0]==1)
			m[add0] = dwdata[7:0];
		if(we[1]==1)
			m[add1] = dwdata[15:8];
		if(we[2]==1)
			m[add2] = dwdata[23:16];
		if(we[3]==1)
			m[add3] = dwdata[31:24];
	 end
endmodule
```
**flow/run.sh**
```bash
#!/bin/bash
# OpenROAD 26Q1-2900-gdf79404cd8, Yosys 0.63+post, stock flow scripts
make -C /OpenROAD-flow-scripts/flow DESIGN_CONFIG=/design/flow/config.mk WORK_HOME=/design/flow/orfs finish
```
==> impl_metrics.env <==
# source this file to load flow results
export IMPL_status="completed"
export IMPL_setup_worst_path_end_class="output port"
export IMPL_vias=20785
export IMPL_synth_main_ff_cell="edfxtp_1"
export IMPL_slowest_stage="buf_4"
export IMPL_ctsResizeCount=0
export IMPL_cts_made_buffers=105
export IMPL_avgSynthCellArea_um2=17.4
export IMPL_synth_edff_count=1024
export IMPL_leakage_nw=16.0
export IMPL_post_route_drc_count=0
export IMPL_worst_path_max_fanout=89
export IMPL_die_h_um=321
export IMPL_p_per_area_nw_per_um2=59.2
export IMPL_dp_cells=3699
export IMPL_yosysTopAreaCell="edfxtp_1"
export IMPL_yosysUniqueCellTypes=25
export IMPL_postCtsHoldBufs=0
export IMPL_cp_start_kind="primary input"
export IMPL_fillers=8199
export IMPL_first_pass_iters=5
export IMPL_whs_endpoint="m[115][5]"
export IMPL_layout_cells_non_filler=3894
export IMPL_post_cts_buffers=0
export IMPL_worstHoldPathType="in -> reg"
export IMPL_cp_arrival_ps=10860
export IMPL_worstMarginPinSlew_ps=921
export IMPL_clk_root_buffer_cell="clkbuf_16"
export IMPL_area_growth_syn_to_layout_pct=14.2
export IMPL_ys_cells=2338
export IMPL_ys_ff=1024
export IMPL_crit_path_cell_trace="buf_8 > buf_4 > buf_12 > buf_4 > mux2i_1 > a22o_1 > nor3_1 > a31oi_1 > nand3_1 > clkdlybuf4s50_1"
export IMPL_core_um2=100000
export IMPL_dpl_hpwl_um=56100
export IMPL_ctsHtreeMaxLevel=3
export IMPL_largest_reg_flops=1024
export IMPL_max_freq_mhz=57.1
export IMPL_vias_per_cell=5.34
export IMPL_setup_tns_ps=0
export IMPL_clock_sinks=1024
export IMPL_detail_route_iter0_violations=1193
export IMPL_ys_area_um2=40600
export IMPL_synth_async_reset_ratio_pct=0
export IMPL_place_gp_congestion=0.875
export IMPL_place_area_um2=42900
export IMPL_required_ps=26560
export IMPL_fin_crit_sh_pct=52.7
export IMPL_rsz0062_at_grt="false"
export IMPL_ys_seq_share_pct=75.7
export IMPL_hold_violations=0
export IMPL_rows=116
export IMPL_slew_headroom_pct=38.3
export IMPL_ys_top_cells_by_area="edfxtp_1, mux2i_1, a22oi_1"
export IMPL_grt_pass1_vias=21765
export IMPL_overflow=0
export IMPL_num_io_pins=101
export IMPL_maxCapViolations=0
export IMPL_yosys_warnings=1
export IMPL_most_common_cell="edfxtp_1"
export IMPL_utilization_pct=46.2
export IMPL_grt_pass1_wl_um=134000
export IMPL_top_cells_by_count="edfxtp_1, mux2i_1, and2_1, a22oi_1, nand3_1"
export IMPL_final_layout_size_suffix_gt1_share_pct=9.51
export IMPL_ant_nets=0
export IMPL_cp_common_cell="buf_4"
export IMPL_worstHoldPathCells=2
export IMPL_antenna_found_initial=2
export IMPL_finalMaxSlewViolations=0
export IMPL_cpPeakStageDelay_ps=780
export IMPL_grtUsageTotal_pct=19.1
export IMPL_cts_tree="done"
export IMPL_warning_count=53
export IMPL_hp_start="dwdata[29]"
export IMPL_die_x_um=321
export IMPL_ir_drop_v=0.0000409
export IMPL_synthCells=2338
export IMPL_wire_per_inst_um=23.0
export IMPL_final_cell_area_um2=46400
export IMPL_portBuffers=73
export IMPL_clk_path_buf_depth=3
export IMPL_setup_violations_final=0
export IMPL_wl_um=89700
export IMPL_top_area_share_pct=75.7
export IMPL_dieArea_um2=103000
export IMPL_clkTransAtPathRegs_ps=60
export IMPL_grt_max_degree=90
export IMPL_fin_crit_ps=17500
export IMPL_worstSetupPathType="in -> out"
export IMPL_fp_util_pct=40.5
export IMPL_power_mw=2.75
export IMPL_syn_area_um2=40600
==> how the worst max path moves through the flow <==
stage,endpoint,cells past startpoint,startpoint
4_1_cts,drdata[21],10,daddr[2]
5_1_grt,drdata[22],10,daddr[2]
6_report,drdata[22],10,daddr[2]
==> routing by layer <==
| layer | vias to the layer above | routed length, um | global-route usage [%] |
|---|---|---|---|
| li1 | 9476 | - | - |
| met1 | 10217 | 34000 | 25.4 |
| met2 | 957 | 41100 | 28.0 |
| met3 | 129 | 12600 | 12.2 |
| met4 | 6 | 1850 | 3.39 |
| met5 | - | 155 | 1.42 |
==> stage by stage <==
stage | worst slack, ps | hold slack [ps]
floorplan | 18900 | 6740
global placement | 15750 | 7490
detailed placement | 15670 | 7500
CTS | 15660 | 6770
global route | 15450 | 6810
finish | 15700 | 6810
==> cells by family (layout without fill, tap and decap cells) <==
kind of cell / Yosys count / in the layout / synth area share, %
AOI/OAI and AO/OA: 288 / 288 / 5.03
buffers and inverters: 145 / 341 / 1.87
DFF: 1024 / 1024 / 75.7
muxes: 512 / 512 / 12.6
other: 0 / 3 / 0
and+or+nand+nor: 369 / 369 / 4.78
==> area by class of cell <==
cell class | instances | area [um2] | area share, %
Timing Repair Buffer | 149 | 1320 | 2.84
Clock buffer | 121 | 2710 | 5.84
Multi-Input combinational cell | 1169 | 9160 | 19.7
Tap cell | 1357 | 1700 | 3.66
Antenna cell | 3 | 7.51 | 0.0162
Clock inverter | 71 | 729 | 1.57
Sequential cell | 1024 | 30700 | 66.3
==> power by group <==
group	internal (mW)	switching, mW
Combinational	0.0533	0.0940
Clock	0.685	0.472
Sequential	1.44	0.00312
==> critical path, delay by kind of cell <==
| family | cells | cell delay (ps) |
|---|---|---|
| buffers and inverters | 5 | 3030 |
| and+or+nand+nor | 2 | 390 |
| muxes | 1 | 180 |
| AOI/OAI and AO/OA | 2 | 410 |
==> cells in the final DEF (no fill, tap or decap), types with 2 or more instances in the layout <==
cell	synthesis	layout
nand3_1	97	97
edfxtp_1	1024	1024
clkdlybuf4s50_1	0	72
a22o_1	64	64
clkbuf_1	57	15
nand2b_2	0	2
buf_4	41	75
nor2_1	18	16
mux2i_1	512	512
clkinvlp_4	0	3
clkinv_1	0	29
inv_6	0	2
bufinv_16	0	13
nor2_4	0	2
a22oi_1	128	128
a21oi_1	64	64
nand2_1	66	66
clkinv_8	0	3
nand3b_1	2	2
nor3_2	4	7
diode_2	0	3
clkinv_4	0	3
a31oi_1	32	32
clkbuf_16	0	106
nor3_1	44	41
and2_1	129	128
nand2b_1	4	2
clkinv_2	0	17
Power and IR drop assume default switching activity.
