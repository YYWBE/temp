--- config.mk ---
export PLATFORM = sky130hd
export DESIGN_NAME = ALU
export DESIGN_NICKNAME = ALU
export VERILOG_FILES = /design/flow/design.v
export SDC_FILE = /design/flow/constraint.sdc
export NUM_CORES = 4
export LEC_CHECK = 1
export CORE_UTILIZATION = 40
--- constraint.sdc ---
current_design ALU

set clk_period 14.6
set clk_io_pct 0.2

create_clock -name clk0 -period $clk_period

set non_clock_inputs [all_inputs -no_clocks]
set_input_delay [expr $clk_period * $clk_io_pct] -clock clk0 $non_clock_inputs
set_output_delay [expr $clk_period * $clk_io_pct] -clock clk0 [all_outputs]
--- design.v ---
module ALU (
    input [2:0] funct3,
    input [6:0] op,
    input bit_th,
    input [31:0] rv1,
    input [31:0] rv2,
    input [3:0] we, 
    input signed [31:0] imm,
    input [31:0] iaddr,
	 input pc_replace_old,
	 input flag_old,
    output reg [31:0] regdata,
    output reg [31:0] pc,
    output reg[31:0] daddr,
    output reg [3:0] we_final,
    output reg [31:0] dwdata,
	 output reg[31:0] pc_new,
	 output reg pc_replace,
	 output reg pc_JALR
);
	 wire [31:0] regdata_R, regdata_I;
	 wire [31:0] regdata_L, iaddr_val;
	 wire jump_flag;
	 initial begin
		pc_new=0;
		pc_replace=0;
		pc_JALR=0;
	 end
    always@(*) 
    begin
		  pc_new=0;
		  pc_replace=0;
		  pc_JALR=0;
        case(op)
            7'b0110011:       
            begin
                regdata = regdata_R;
                we_final = we;
            end
            7'b0010011:      
            begin
                regdata = regdata_I;
                we_final = we;
            end
            7'b0000011:      
            begin
                daddr = rv1+imm;    
                we_final = we;
            end
            7'b0100011:      
            begin
                daddr = rv1+imm;
					case(funct3)
				 	3'b000: dwdata = {rv2[7:0],rv2[7:0],rv2[7:0],rv2[7:0]};
				 	3'b001: dwdata = {rv2[15:0],rv2[15:0]};
				 	3'b010: dwdata = rv2;
				 	endcase
                we_final = we<<daddr[1:0];
            end
				7'b1100011:		 
				begin
			        pc_new = iaddr_val;
                 we_final = we;
					  pc_replace=(pc_replace_old|!flag_old)?0:jump_flag;
				end
				7'b1100111:		 
				begin
					regdata = iaddr+4;
					pc_new = (rv1+imm)&32'hfffffffe;
               we_final = we;
					pc_replace=(pc_replace_old|!flag_old)?0:1;
					pc_JALR=1;
				end
				7'b1101111:		 
				begin
					regdata = iaddr+4;
               pc_new = imm-12;
               we_final = we;
					pc_replace=(pc_replace_old|!flag_old)?0:1;
				end
				7'b0010111:		 
				begin
					regdata = iaddr+imm;
               we_final = we;
				end
				7'b0110111:		 
				begin
					regdata = imm;
               we_final = we;
				end
			endcase
    end
    R_type r1(funct3,bit_th,rv1,rv2,regdata_R);   
    I_type i1(funct3,bit_th,rv1,imm,regdata_I);
	 B_type b1(funct3, iaddr, imm, rv1, rv2, iaddr_val,jump_flag);
endmodule
module B_type(
    input [2:0] funct3,
	input [31:0] iaddr,
	input signed [31:0] imm,
    input signed [31:0] in1, in2,
    output reg [31:0] out,
	 output reg jump_flag
);
	wire [31:0] tmp1, tmp2;
	assign tmp1 = in1;
	assign tmp2 = in2;
    always@(*)
    begin
		case(funct3)
        3'b000: 
		  begin
		  out = (in1==in2)? (imm-12) : (0);
		  jump_flag = (in1==in2)?1:0;
		  end
		  3'b001: 
		  begin
		  out = (in1!=in2)? (imm-12) : (0);
		  jump_flag = (in1!=in2)?1:0;
		  end
        3'b100: 
		  begin
		  out = (in1<in2)? (imm-12) : (0);
		  jump_flag = (in1<in2)?1:0;
		  end
        3'b101: 
		  begin
		  out = (in1>=in2)? (imm-12) : (0);
		  jump_flag = (in1>=in2)?1:0;
		  end
        3'b110: 
		  begin
		  out = (tmp1<tmp2)? (imm-12) : (0);
		  jump_flag = (tmp1<tmp2)?1:0;
		  end
        3'b111: 
		  begin
		  out = (tmp1>=tmp2)? (imm-12) : (0);
		  jump_flag = (tmp1>=tmp2)?1:0;
		  end
		endcase
	 end
endmodule
module I_type(
    input [2:0] funct3,
    input bit_th,
    input signed [31:0] in1,
    input signed [31:0] imm,
    output reg [31:0] out
);
    wire [31:0] tmp1;
    wire [11:0] tmp2;
    assign tmp1 = in1;
    assign tmp2 = imm;
    always @(*) 
    begin
    	case(funct3)
        3'b000: out = in1+imm;           
        3'b010: out = in1<imm;           
        3'b011: out= tmp1<tmp2;          
        3'b100: out = in1 ^ imm;         
        3'b110: out = in1 | imm;         
        3'b111: out = in1 & imm;         
        3'b001: out = in1<<imm[4:0];     
        3'b101:
        begin
            if(bit_th)            
               out = in1>>imm[4:0]; 
            else                     
               out = in1>>>imm[4:0];
        end
        endcase
    end
endmodule
module R_type(
    input [2:0] funct3,
    input bit_th,
    input signed [31:0] in1,
    input signed [31:0] in2,
    output reg[31:0] out
);
    wire [31:0] tmp1;
    wire [31:0] tmp2;
    assign tmp1 = in1;
    assign tmp2 = in2;
    always @(*) 
    begin
    	case({bit_th,funct3})
        4'b0000:    out = in1+in2;           
        4'b1000:    out = in1-in2;           
        4'b0001:    out = in1<<in2[4:0];	   
        4'b0010:    out = in1<in2;           
        4'b0011:    out = tmp1<tmp2;         
        4'b0100:    out = in1^in2;           
        4'b0101:    out = in1>>in2[4:0];     
        4'b1101:    out = in1>>>in2[4:0];    
        4'b0110:    out = in1|in2;           
        4'b0111:    out = in1&in2;           
        endcase
    end
endmodule
--- run.sh ---
#!/bin/bash
# OpenROAD 26Q1-2900-gdf79404cd8, Yosys 0.63+post, stock flow scripts
make -C /OpenROAD-flow-scripts/flow DESIGN_CONFIG=/design/flow/config.mk WORK_HOME=/design/flow/orfs finish
==> flow_metrics.env <==
# source this file to load flow results
export IMPL_core_um2=60200
export IMPL_ys_ff=165
export IMPL_routed_wl_um=150000
export IMPL_synthCells=3444
export IMPL_setup_viol=0
export IMPL_worstPathArrival_ps=7690
export IMPL_setup_tns_ps=0
export IMPL_cts_setup_buffers=0
export IMPL_drc=0
export IMPL_grt_pass1_vias=27700
export IMPL_period_used=0.727
export IMPL_synth_top_cell_by_area="ha_1"
export IMPL_untimed_endpoints=265
export IMPL_avgRoutedWirePerCell_um=34.5
export IMPL_cts_resized_gates=0
export IMPL_area_delta_synth_final_pct=14.6
export IMPL_synth_area_top_cells="ha_1 (12%), dlxtn_1 (10%), mux2i_1 (8.8%), a21oi_1 (5.9%), o21ai_0 (5.7%)"
export IMPL_maxSlewViolCount=0
export IMPL_start_kind="input pin"
export IMPL_maxCapViolCount=0
export IMPL_synth_top_cell_area_share=0.117
export IMPL_intPower_mw=0.474
export IMPL_p_leak_nw=11.9
export IMPL_grt_setup_unrepaired="false"
export IMPL_power_density_nw_per_um2=44.3
export IMPL_vias_per_cell=6.85
export IMPL_relSlewSlack=0.259
export IMPL_final_cells=4365
export IMPL_hold_path_class="in -> out"
export IMPL_grt_overflow=0
export IMPL_yosysCellCount=3444
export IMPL_synthFlopType="dlxtn_1"
export IMPL_ir_drop_mv=0.0278
export IMPL_edf_count=0
export IMPL_tightest_slew_ps=1080
export IMPL_dr_pass1_iters=9
export IMPL_die_height_um=249
export IMPL_die_width_um=249
export IMPL_power_total_mw=1.24
export IMPL_timing_final_ws_setup_ps=3990
export IMPL_avgSynthCellArea_um2=7.07
export IMPL_place_ws_ps=4180
export IMPL_yosysChipArea_um2=24300
export IMPL_antenna_found_initial=11
export IMPL_placed_cells=4360
export IMPL_switching_share=0.617
export IMPL_gp_congestion=1.11
export IMPL_grt_max_degree=77
export IMPL_io_pins=311
export IMPL_synth_cell_types=89
export IMPL_chip_area_um2=61900
export IMPL_vias=29900
export IMPL_cts_hold_buffers=0
export IMPL_critPathKind="in -> out"
export IMPL_end_kind="output port"
export IMPL_hold_viol_final=0
export IMPL_cp_max_fo=17
export IMPL_synth_most_common_cell="nand2_1"
export IMPL_port_buffers=279
export IMPL_core_util_floorplan=0.404
export IMPL_grt_pass1_wl_um=211000
export IMPL_yosys_warnings=36
export IMPL_async_flop_share=0
export IMPL_postRouteAntennaNets=0
export IMPL_netlist_area_um2=24300
export IMPL_drive_gt1_frac=0.0769
export IMPL_final_core_util=0.463
export IMPL_log_warning_count=162
export IMPL_p_switching_mw=0.762
export IMPL_crit_required_ps=11680
export IMPL_timing_fmax_mhz=94.2
export IMPL_dr_first_iter_drc_count=3841
export IMPL_fin_crit_ps=10610
export IMPL_status="finished, final reports clean"
export IMPL_dp_hpwl_um=119000
export IMPL_ys_top_cells_by_count="nand2_1 (344), nor2_1 (326), a21oi_1 (287)"
export IMPL_unclocked_pins=165
export IMPL_track_usage=0.484
export IMPL_rows=90
==> state kept, by name, indices dropped and copies added, names as in the netlist <==
register,flops
b1.out,32
daddr,32
dwdata,32
r1.out,32
regdata,32
we_final,4
b1.jump_flag,1
==> worst max-delay path: stages <==
cell,delay [ps]
clkdlybuf4s50_1,450
buf_4,270
inv_1,260
ha_1,400
a211oi_1,410
o211ai_1,270
a21oi_1,490
o21ai_0,280
o21ai_0,570
o21ai_0,190
xnor2_1,300
a21oi_1,120
o21ai_0,220
clkdlybuf4s50_1,500
==> cell type report <==
class,instances,area [µm²]
Tap cell,782,978
Inverter,162,608
Timing Repair Buffer,402,3680
Antenna cell,5,12.5
Multi-Input combinational cell,2849,20100
Fill cell,6139,32300
Sequential cell,165,2480
==> worst paths after layout <==
check / depth (start not counted) / to / start / slack (ps)
worst min-delay path: 3 / pc_replace / pc_replace_old / 6760
worst max-delay path: 14 / pc_new[27] / rv1[1] / 3990
==> power groups by stage <==
stage	registers, mW	logic (mW)	clock network (mW)
CTS	0.0859	1.10	0
global route	0.0899	1.19	0
==> kinds of logic (layout without fill, tap and decap cells) <==
group | Yosys count | count (layout) | share of synthesized area
other | 1 | 37 | 0.000154
AOI/OAI and AO/OA | 1148 | 1148 | 0.310
adders and majority gates | 231 | 231 | 0.120
buffers and inverters | 461 | 564 | 0.0799
muxes | 302 | 302 | 0.154
latches | 165 | 165 | 0.102
xor gates and xnor gates | 118 | 118 | 0.0425
and+or+nand+nor | 1018 | 1018 | 0.192
==> stage by stage <==
step	hold slack [ps]	instance area [µm²]
final	6760	27900
after global placement	6760	27900
after CTS	6770	27900
after detailed placement	6770	27900
after global routing	6790	27900
after floorplan	5850	24500
==> layer usage <==
metal / GRT usage / up-vias / wire length, µm
li1: - / 13000 / -
met4: 0.292 / 18 / 11600
met5: 0.0332 / - / 384
met2: 0.720 / 2169 / 63900
met3: 0.160 / 538 / 18600
met1: 0.607 / 14200 / 55900
==> cells in the final DEF (no fill, tap or decap), drive strengths merged, types with 14 or more instances in the layout <==
master	instances
nand2	344
nor2	326
a21oi	287
o21ai	280
clkdlybuf4s50	272
ha	227
mux2i	221
dlxtn	165
inv	160
buf	130
xnor2	87
nor3	67
nand3	61
o211ai	56
a221oi	54
o22ai	52
mux4	50
a211oi	45
o221ai	44
a21o	41
nand2b	35
nand4	35
conb	32
mux2	31
xor2	31
nor4	31
a31oi	28
o21bai	28
a221o	25
a22oi	25
and3	24
a222oi	20
o31ai	19
nor2b	18
and2	16
or3	15
o21a	14
Power and IR drop assume default switching activity.
