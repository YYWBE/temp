**flow/config.mk**
```make
export PLATFORM = sky130hd
export DESIGN_NAME = regfile
export DESIGN_NICKNAME = regfile
export VERILOG_FILES = /design/flow/design.v
export SDC_FILE = /design/flow/constraint.sdc
export NUM_CORES = 4
export LEC_CHECK = 1
export CORE_UTILIZATION = 30
```
**flow/constraint.sdc**
```tcl
current_design regfile

set clk_period 5.6
set clk_io_pct 0.2

create_clock -name clk0 -period $clk_period [get_ports {clk}]

set non_clock_inputs [all_inputs -no_clocks]
set_input_delay [expr $clk_period * $clk_io_pct] -clock clk0 $non_clock_inputs
set_output_delay [expr $clk_period * $clk_io_pct] -clock clk0 [all_outputs]
```
**flow/design.v**
```verilog
module regfile(
            input clk,
            input [4:0] rs1,
            input [4:0] rs2,
            input [4:0] rd,
            input [31:0] regdata,
            input wer,
            output [31:0] rv1,
            output [31:0] rv2,
            output [31:0] x31
        );
            reg [31:0] r[0:31];
            integer i;
            initial begin
                r[31] = 0;
                for(i=0; i<31; i = i+1)
                    r[i]=0;
            end
				always @(posedge clk) 
            begin
                if(wer && rd!=0)
                    r[rd] = regdata;
            end
            assign rv1 = r[rs1];
            assign rv2 = r[rs2];
            assign x31 = r[17];
endmodule
```
**flow/run.sh**
```bash
#!/bin/bash
# OpenROAD 26Q1-2900-gdf79404cd8, Yosys 0.63+post, stock flow scripts
make -C /OpenROAD-flow-scripts/flow DESIGN_CONFIG=/design/flow/config.mk WORK_HOME=/design/flow/orfs finish
```
==> CHANGELOG.md <==
### Implementation results

- Clk slew on worst S/H paths: around 60 ps
- Mapped cell area: 48800 µm²
- Synth top area cells: edfxtp_1 63%, mux2i_1 21%, a22oi_1 3.0%, a22o_1 2.3%, nand3_1 2.0%
- Slowest stage delay, CP: 740 ps
- Number of fill cells: 14974
- Total power: 0.0173 W
- Internal power: between 0.01 and 0.015 W
- Antenna viol nets, final: 0
- Largest register FFs: 1024
- Site row count: between 100 and 150
- FF+latch area: 30700 µm²
- Post-CTS Hold Buffers: 0
- Clock Tree Root: clkbuf_16
- P&R area growth vs syn: 17.7%
- Non-Filler Instances: 5871
- Fin. Hold Viols: 0
- Worst rel slew slack: 43.6%
- Asr flop ratio synth: 0%
- EDFF count, synth: 1024
- Ports: 145
- Net Sw Frac: 23.4%
- Critical path buffer and inverter count: 3
- Gate Count Post-Synth: 3386
- Proportion of layout cells with a drive suffix above 1: 10.8%
- LEAKAGE: approximately 21 nW
- Total CTS buffers: 104
- Grt total ovfl: 0
- Clock group share of total power: 40.7%
- Critical path's top delay family: buffers and inverters
- Worst Path Arrival: 4150 ps
- Yosys top cell by area: edfxtp_1
- Maxcap violations: 0
- Max-slew violations: 0
- TNS Setup: 0 ps
- CTS tree: built
- Post-CTS sizing: 0
- Core region area: around 160000 µm²
- Least-Margin Pin Slew: 847 ps
- Routability Congestion: 0.887
- Die Wd: between 400 and 500 µm
- Crit path required time: 4480 ps
- PwrDens: about 300 nW/µm²
- Setup crit end kind: output port
- Warnings, synthesis: 1
- Crit path time final: around 5300 ps
- Yosys Instances: 3386
- DP HPWL: 94200 µm
- Most frequent cells in the layout: 1024 x mux2i_1, 1024 x edfxtp_1, 194 x nand3_1, 193 x nand2_1
- Total GRT Usage: 20.5%
- Logic area: between 15000 and 20000 µm²
- Post-DR wirelength/cell: around 27 µm
- YS chip area: 48800 µm²
- Tool warnings: 26
- Max-area cell share: between 60% and 70%
- CTS max path bufs: 3
- Worst Hold Class: input port to register
- Startpoint Class: input port
- Crit path cell chain: clkdlybuf4s50_1, nor2b_4, buf_4, a22o_1, nor3_1, a31oi_1, nand3_1, clkdlybuf4s50_1
- Tcrit/Tclk final: 94.2%
- Number of port buffers: 144
- Post-synth top flop: edfxtp_1
- Final setup vio count: 0
- Initial antenna violation count: 12
- Synth Seq Share: a little over three fifths
- Post-DR vias/cell: 5.32
- Setup bufs post-CTS: 0
- DRT iter0 DRCs: 2058
- Fp util: 30.3%
- Crit Path Category: input port to output port
- Combinational share of power: 9.7%
- Vias in the first global route: 32550
- Placed cell count: ~5700
- Largest net degree at the start of global routing: about 80
- RSZ-0062 raised after global routing: false
- NetSw: 0.00405 W
- H-tree depth: 3
- Clk sinks: 1024
- Vias: 31206
- First-pass GRT wire length: 228000 µm
- VDD IR max: 0.253 mV
- Post-synthesis cell type count: 24
- Chip Area: ~160000 µm²
- Fmax: 190 MHz
- Initial DRT Pass Iterations: 7
- Sequential power share: 49.7%
- Syn Area/Cell: about 14 µm²
- Die H: 405 µm
- Outcome: finished, final reports clean
- Ys flops: 1024
- Final WL: 160000 µm
- # DRC: 0
- CP max FO: 17
- Cell mode on critical path: clkdlybuf4s50_1
- Critical-path top delay cell: nor2b_4
-- metal layers --
layer  routed length [µm]  share of wire, %  vias up  global-route usage, %
met5                  402              0.25        -                   1.28
met4                 4610               2.9       26                   5.02
met3                25300                16      277                   14.0
met2                70700                44     1757                   29.8
met1                58900                37    15315                   25.3
li1                     -                 -    13831                      -
-- power groups by stage --
stage	logic, W	clock network, W	registers [W]
5_1_grt	0.00178	0.00744	0.00860
4_1_cts	0.00167	0.00715	0.00859
6_report	0.00168	0.00704	0.00859
-- synthesized netlist by cell type (all sizes together) (4+ instances only) --
master and number:
nor2 34, nor3 64, a31oi 64, nand2 195, edfxtp 1024, nand3b 5
a21oi 192, a22oi 192, clkbuf 85, nor2b 4, a22o 128, mux2i 1024
nand2b 4, nand3 194, buf 168
-- stage by stage --
stage | worst slack [ps] | hold slack, ps | area, µm² | utilization, %
floorplan | 2060 | 1220 | 48900 | -
global placement | 427 | 1930 | 54000 | 33.5
detailed placement | 368 | 1940 | 54000 | 33.5
CTS | 373 | 1160 | 57400 | 35.7
global route | 264 | 1190 | 57400 | 35.7
finish | 326 | 1200 | 57400 | 35.7
-- kinds of logic (layout without fill, tap and decap cells) --
logic type,Yosys count,count (layout),synth area share [%]
compound gates,576,576,8.04
buf+inv,253,545,3.21
flops,1024,1024,63.0
mux,1024,1024,21.0
other cells,1,34,0.00769
simple gates,508,508,4.71
-- final cells by class --
type	instances	share of cell area, %
clock inverter	72	1.34
timing repair buffer	351	6.30
clock buffer	122	4.69
multi-input combinational	2140	29.4
antenna	2	0.00872
sequential	1024	53.5
tap	2160	4.71
-- final timing paths --
kind	from	end	slack (ps)	depth (start not counted)
max	rs1[0]	rv1[8]	330	8
min	regdata[4]	r[17][4]	1200	2
Power is estimated from default activity; no workload was simulated.
